===== flow/design.v =====
module oprs(
    input [3:0] A,
    input [3:0] B,
    input [3:0] C,
    input [3:0] D,
    output [3:0] Arithmetic,
    output [3:0] Shift,
    output [3:0] Relational,
    output [3:0] Equality,
    output [3:0] Bitwise,
    output [3:0] Reduction,
    output [3:0] Logical,
    output [3:0] Concatenation,
    output [3:0] Conditional
);
    assign Arithmetic = B+C;
    assign Shift = B>>C;
    assign Relational = A > B;
    assign Equality = A == D;
    assign Bitwise = B & C;
    assign Reduction = |B;
    assign Logical = (A > B) || (A > D);
    assign Concatenation = {C[1:0], D[3:2]};
    assign Conditional = (A>B) ? A : B;
endmodule

===== flow/run.sh =====
#!/bin/bash
# OpenROAD 26Q1-2900-gdf79404cd8, Yosys 0.63+post, stock flow scripts
make -C /OpenROAD-flow-scripts/flow DESIGN_CONFIG=/design/flow/config.mk WORK_HOME=/design/flow/orfs finish

===== flow/config.mk =====
export PLATFORM = sky130hd
export DESIGN_NAME = oprs
export DESIGN_NICKNAME = oprs
export VERILOG_FILES = /design/flow/design.v
export SDC_FILE = /design/flow/constraint.sdc
export NUM_CORES = 4
export LEC_CHECK = 1
export CORE_AREA = 10 10 75 75
export DIE_AREA = 0 0 85 85

===== flow/constraint.sdc =====
current_design oprs

set clk_period 3.0
set clk_io_pct 0.2

create_clock -name clk0 -period $clk_period

set non_clock_inputs [all_inputs -no_clocks]
set_input_delay [expr $clk_period * $clk_io_pct] -clock clk0 $non_clock_inputs
set_output_delay [expr $clk_period * $clk_io_pct] -clock clk0 [all_outputs]

==> results.json <==
{
  "warnings": 33,
  "die_w_um": 85,
  "xor_area_frac": 0.02846,
  "combPwrFrac": 1.000,
  "synth_cell_types": 26,
  "cp_common_cell": "clkdlybuf4s50_1",
  "p_int_mw": 0.1204,
  "yosysWarnings": 0,
  "mux_area_frac": 0.1159,
  "dpl.hpwl_um": 1995,
  "period_minus_slack_ns": 2.903,
  "firstDrtPassIters": 4,
  "grt_first_pass_wirelength_um": 3684,
  "crit_family": "buffers and inverters",
  "final_max_slew_viol_count": 0,
  "path_cells": "clkdlybuf4s50_1 -> ha_4 -> inv_1 -> fa_2 -> xnor2_1 -> clkdlybuf4s50_1",
  "critPathRequiredTime_ns": 2.40,
  "numPortBuffers": 40,
  "wire_per_inst_um": 12.51,
  "ys_sh_adder": 0.2967,
  "grtUsageTotal": 0.05946,
  "yosys.stat.seqShare": 0,
  "path_buffers": 3,
  "drt_iter0_drc": 40,
  "worstSetupPathType": "primary input to primary output",
  "p_leak_nw": 0.5642,
  "hold_ws_ns": 1.908,
  "grt_antenna_before_repair": 0,
  "wl_um": 2226,
  "yosys_cells": 76,
  "sw_frac_of_total": 0.3392,
  "die_h_um": 85,
  "chipArea_um2": 7225,
  "clkPwrFrac": 0,
  "critPathLaunchType": "primary input",
  "fmax_mhz": 344.4,
  "crit_path_top_delay_cell": "clkdlybuf4s50_1",
  "stdcell_area_um2": 1190,
  "rsz0062_at_grt": "false",
  "hp-class": "primary input to primary output",
  "ff_count": 0,
  "layout-drive-gt1-share": 0.3125,
  "ys_sh_simple": 0.1240,
  "syn_inst": 76,
  "vias": 640,
  "synthTopLogicFamily": "adder cells",
  "post_dp_cell_area_um2": 1112,
  "clkbuf_count": 0,
  "postCtsHoldBufs": 0,
  "final-seq-area_um2": 0,
  "ys_area_um2": 615.6,
  "slowest_delay_ns": 0.52,
  "setup_viol": 0,
  "areaGrowthSynthToFinish_pct": 93.29,
  "p_seq_frac": 0,
  "drt-vias-per-instance": 3.596,
  "drtAntennaViolNets": 0,
  "drc": 0,
  "gp_congestion": 0.8350,
  "crit_path_end_kind": "primary output",
  "grt_pass1_vias": 719,
  "cap_violations": 0,
  "status": "completed",
  "grt_start_max_net_pins": 8,
  "hold_violations": 0,
  "syn_area_um2": 615.6,
  "power.density_nw_per_um2": 153.1,
  "finalCoreUtilization": 0.2932,
  "boundaryPins": 52,
  "arrival_ns": 2.30,
  "row_count": 23,
  "fin_crit_sh": 0.9678,
  "fp-utilization": 0.1517,
  "crit_path_max_fanout": 3,
  "core_um2": 4058,
  "synth.avg_cell_area_um2": 8.100,
  "grt-ovfl-total": 0,
  "p_sw_mw": 0.06181,
  "ys_sh_aoi": 0.1484,
  "n_antenna_cell": 0,
  "vdd_drop_max_v": 0.00002914
}
==> placed cells by master (no fill, tap or decap), types with 2 or more instances in the layout <==
master            n
a21oi_1           4
nor2_1            2
inv_2             3
buf_4            17
clkdlybuf4s50_1  29
ha_4              5
mux2_4            4
ha_1              7
conb_1           12
dlygate4sd2_1     8
nor3_1            3
inv_1            11
clkbuf_2          2
==> per-layer routing <==
metal	global-route usage	routed length, µm	up-vias
li1	-	-	336
met1	0.07701	978	277
met2	0.1029	1096	25
met3	0.01060	121	2
met4	0.005988	30	0
met5	0	0	-
==> cell type report <==
cell class                 instances  area, µm²
fill                             417       2868
tap                               50      62.56
multi-input combinational         57      564.3
timing repair buffer              57      510.5
inverter                          14      52.55
==> Yosys cell counts <==
| cell type | count | area share |
|---|---|---|
| buf_4 | 16 | 0.20 |
| inv_1 | 14 | 0.085 |
| ha_1 | 13 | 0.26 |
| a21oi_1 | 4 | 0.033 |
| mux2_4 | 4 | 0.098 |
| nor3_1 | 3 | 0.024 |
| nand3_1 | 2 | 0.016 |
| nor2_1 | 2 | 0.012 |
| a21o_1 | 1 | 0.012 |
| a21oi_4 | 1 | 0.026 |
| a32oi_1 | 1 | 0.014 |
| and4_2 | 1 | 0.016 |
| conb_1 | 1 | 0.0061 |
| fa_1 | 1 | 0.033 |
| mux2_2 | 1 | 0.018 |
| nand2_1 | 1 | 0.0061 |
| nor2b_4 | 1 | 0.022 |
| nor4b_1 | 1 | 0.014 |
| o211ai_2 | 1 | 0.020 |
| o21ai_0 | 1 | 0.0081 |
| o21bai_1 | 1 | 0.012 |
| o22ai_1 | 1 | 0.010 |
| o31ai_1 | 1 | 0.012 |
| or4_1 | 1 | 0.012 |
| xnor2_1 | 1 | 0.014 |
| xor2_1 | 1 | 0.014 |
==> path summary, 6_finish.rpt <==
check / end / startpoint / cells after the start
worst max-delay path: Arithmetic[2] / C[0] / 6
worst min-delay path: Conditional[3] / B[3] / 4
==> logic make-up (layout without fill, tap and decap cells) <==
kind of cell             after synthesis  in the layout
buffers and inverters                 30             71
multiplexers                           5              5
AND-OR/OR-AND                         12             12
other                                  1             12
XOR/XNOR                               2              2
adder cells (fa/ha/maj)               14             14
AND/OR/NAND/NOR                       12             12
==> worst min-delay path, delay by kind of cell <==
kind	cells	cell delay, ns
muxes	1	0.13
buffers and inverters	3	0.57
==> per-stage QoR <==
| stage | setup TNS (ns) | total power, mW | worst slack (ns) | std cells |
|---|---|---|---|---|
| finish | 0 | 0.1822 | 0.09660 | 178 |
| global route | 0 | 0.2049 | 0.01802 | 178 |
| CTS | 0 | 0.1814 | 0.01314 | 178 |
| detailed placement | -1.746 | 0.1731 | -0.2808 | 176 |
| global placement | -1.620 | 0.1734 | -0.2607 | 176 |
| floorplan | 0 | 0.07165 | 0.7397 | 87 |
==> power groups by stage <==
stage / Clock, mW / Combinational (mW) / Sequential (mW)
6_report: 0 / 0.182 / 0
5_1_grt: 0 / 0.205 / 0
4_1_cts: 0 / 0.181 / 0
==> repair_timing <==
action | in CTS | in global routing
setup endpoints to repair | 9 | 7
gates resized | 20 | 9
endpoints found under the hold margin | 0 | 0
setup buffers | 2 | 0
pin swaps | 1 | 1
No activity file was given, so power comes from the tool's default toggle rates.
