<file path="constraint.sdc">
current_design FourBitAdder

set clk_period 5.0
set clk_io_pct 0.2

create_clock -name clk0 -period $clk_period

set non_clock_inputs [all_inputs -no_clocks]
set_input_delay [expr $clk_period * $clk_io_pct] -clock clk0 $non_clock_inputs
set_output_delay [expr $clk_period * $clk_io_pct] -clock clk0 [all_outputs]
</file>
<file path="config.mk">
export PLATFORM = sky130hd
export DESIGN_NAME = FourBitAdder
export DESIGN_NICKNAME = FourBitAdder
export VERILOG_FILES = /design/flow/design.v
export SDC_FILE = /design/flow/constraint.sdc
export NUM_CORES = 4
export LEC_CHECK = 1
export CORE_AREA = 10 10 70 70
export DIE_AREA = 0 0 80 80
</file>
<file path="run.sh">
#!/bin/bash
# OpenROAD 26Q1-2900-gdf79404cd8, Yosys 0.63+post, stock flow scripts
make -C /OpenROAD-flow-scripts/flow DESIGN_CONFIG=/design/flow/config.mk WORK_HOME=/design/flow/orfs finish
</file>
<file path="design.v">
module FourBitAdder(
    input [3:0] A,  
    input [3:0] B,  
    input Cin,      
    output [3:0] Sum,  
    output Cout        
);
wire [3:0] carry;  
FullAdder FA0(.A(A[0]), .B(B[0]), .Cin(Cin), .Sum(Sum[0]), .Cout(carry[0]));
FullAdder FA1(.A(A[1]), .B(B[1]), .Cin(carry[0]), .Sum(Sum[1]), .Cout(carry[1]));
FullAdder FA2(.A(A[2]), .B(B[2]), .Cin(carry[1]), .Sum(Sum[2]), .Cout(carry[2]));
FullAdder FA3(.A(A[3]), .B(B[3]), .Cin(carry[2]), .Sum(Sum[3]), .Cout(Cout));
endmodule
module FullAdder(
    input A,      
    input B,      
    input Cin,    
    output Sum,   
    output Cout   
);
assign {Cout, Sum} = A + B + Cin;
endmodule
</file>
==> flow_summary_export.csv <==
group,metric,value,unit
status,outcome,"finished, final reports clean",
clocking,ctsHoldBuffers,0,
worst_setup_path,required,4.00,ns
pwr,leakage,0.137,nW
die,die_w,80,um
worst_setup_path,crit_path_top_delay_cell,"clkdlybuf4s50_1",
route,num_vias,120,
final_timing,fin_crit,4.44,ns
placed_design,post-place-ws,0.526,ns
global_route,grt_pass1_wl,696,um
final_timing,fmax,225,MHz
final_timing,rsz0062_at_grt,"false",
die,die_h,80,um
final_timing,worstMarginPinSlew,0.110,ns
synth,synth_chip_area,148,sq um
route,drtIter0Drc,0,
pwr,power.density,88.6,mW/mm^2
global_route,antenna_found_initial,0,
synth,synth_warnings,0,
die,initial_core_util,4.32,%
final_timing,setup_tns,0,ns
layout,nClkBuffers,0,
final_timing,hold_violations,0,
layout,final_cell_mix,"clkdlybuf4s50_1, inv_1, fa_1",
synth,synth_stat.cells,18,
placed_design,place_hpwl,397,um
job,tool_warnings,32,
placed_design,io_buffers,14,
global_route,grt-ovfl-total,0,
die,ioPinCount,14,
synth,netlist_area,148,sq um
die,dieArea,0.00640,sq mm
worst_setup_path,endpoint,"Sum[3]",
job,drv_cap,0,
layout,nFillCells,410,
layout,ff_count,0,
layout,final_util,9.23,%
final_timing,slew_headroom,92.7,%
route,route.detailed.drc,0,
synth,synth_seq_share,0,%
worst_setup_path,critPathKind,"in2out",
worst_setup_path,worstPathMaxFanout,1,
route,viasPerCell,1.62,
synth,topCellsByArea,"fa_1, inv_1, buf_4",
layout,regArea,0,sq um
layout,fin_area,315,sq um
synth,synth.largest_area_cell,"fa_1",
placed_design,gp_congestion,0.785,
clocking,cts_resized,0,
final_timing,setup_viol_count_final,0,
layout,mi_logic_area,80.1,sq um
global_route,track_usage,1.37,%
worst_setup_path,end_kind,"output port",
global_route,grt_pass1_vias,154,
final_timing,slew_viol_final,0,
route,diodes,0,
worst_setup_path,critPathLaunchType,"input port",
clocking,post_cts_buffers,0,
synth,yosysUniqueCellTypes,3,
layout,final_common_cell,"clkdlybuf4s50_1",
hold_path,worstHoldPathType,"in2out",
synth,top_cell_area_share,54.2,%
layout,syn2layout_area_growth,114,%
die,design.core.area,0.00342,sq mm
worst_setup_path,worstPathCellList,"clkdlybuf4s50_1 -> inv_1 -> fa_1 -> inv_1 -> fa_1 -> fa_1 -> inv_1 -> fa_1 -> inv_1 -> clkdlybuf4s50_1",
route,wire_per_inst,5.43,um
die,rows,21,
synth,postSynthAreaPerCell,8.20,sq um
global_route,grt_max_degree,2,
final_timing,period_used_share,88.8,%
worst_setup_path,slowest_delay,0.46,ns
synth,syn_inst,18,
worst_setup_path,crit_start,"A[0]",
route,dr.pass1.iters,1,
placed_design,place_area,315,sq um
route,postRouteAntennaNets,0,
layout,drive_gt1_share,0,%
pwr,vdd_drop_max,20.0,uV
worst_setup_path,critical_path_arrival,3.44,ns
route,drt-total-wl,402,um
final_timing,postLayoutSetupSlackWorst,0.561,ns
==> per-stage QoR <==
step / instances / hold slack, ns / total power, W
2_1_floorplan: 18 / 2.22 / 0.0000137
3_3_place_gp: 74 / 3.05 / 0.0000289
3_5_place_dp: 74 / 3.04 / 0.0000290
4_1_cts: 74 / 3.05 / 0.0000292
5_1_grt: 74 / 3.11 / 0.0000332
6_report: 74 / 3.04 / 0.0000279
==> report_power, final <==
| group | leakage, nW | internal, W | switching, W |
|---|---|---|---|
| sequential | 0 | 0 | 0 |
| clock | 0 | 0 | 0 |
| combinational | 0.137 | 0.0000203 | 0.00000761 |
| total | 0.137 | 0.0000203 | 0.00000761 |
==> worst min-delay path by stage <==
stage	startpoint	endpoint	slack (ns)	depth (start not counted)
final	Cin	Sum[0]	3.04	5
after global routing	Cin	Sum[0]	3.11	5
after CTS	Cin	Sum[0]	3.05	5
==> metal layers <==
layer	global-route usage [%]	vias up	part of all wire, %
met5	0	-	0
met1	2.40	46	61
met4	0	0	0
met3	0.909	0	22
li1	-	60	-
met2	1.20	14	17
==> kinds of logic (layout without fill, tap and decap cells) <==
family                     after synthesis  in the layout  share of synthesized area, %
buffers and inverters                   14             24                          45.8
adders and majority gates                4              4                          54.2
==> worst max-delay path: cells and delay by family <==
family | cells | cell delay, ns
adder cells (fa/ha/maj) | 4 | 1.33
buffers and inverters | 6 | 1.10
==> synthesized netlist by cell type <==
cell / number
buf_4: 4
inv_1: 10
fa_1: 4
==> layout make-up <==
class | instances | share of cell area, %
Timing Repair Buffer | 14 | 44.4
Multi-Input combinational cell | 4 | 25.4
Tap cell | 46 | 18.3
Inverter | 10 | 11.9
No activity file was given, so power comes from the tool's default toggle rates.
