==> design.v <==
module addOne
(
    input wire [4:0] I,
    output wire [4:0] O
);
assign O = I + 1;
endmodule
module counter
(
    input wire clk,
    output [4:0] q
);
wire [4:0] d_temp, q_temp;
register register_circuit1 (clk, d_temp, q_temp);
addOne adder_circuit1 (q_temp, d_temp);
assign q = q_temp;
endmodule
module register
(
    input wire clk,
    input wire [4:0] d,
    output reg [4:0] q
);
always @(posedge clk)
begin
q <= d;
end
endmodule
==> run.sh <==
#!/bin/bash
# OpenROAD 26Q1-2900-gdf79404cd8, Yosys 0.63+post, stock flow scripts
make -C /OpenROAD-flow-scripts/flow DESIGN_CONFIG=/design/flow/config.mk WORK_HOME=/design/flow/orfs finish
==> config.mk <==
export PLATFORM = sky130hd
export DESIGN_NAME = counter
export DESIGN_NICKNAME = counter
export VERILOG_FILES = /design/flow/design.v
export SDC_FILE = /design/flow/constraint.sdc
export NUM_CORES = 4
export LEC_CHECK = 1
export CORE_AREA = 10 10 70 70
export DIE_AREA = 0 0 80 80
==> constraint.sdc <==
current_design counter

set clk_period 1.2
set clk_io_pct 0.2

create_clock -name clk0 -period $clk_period [get_ports {clk}]

set non_clock_inputs [all_inputs -no_clocks]
set_input_delay [expr $clk_period * $clk_io_pct] -clock clk0 $non_clock_inputs
set_output_delay [expr $clk_period * $clk_io_pct] -clock clk0 [all_outputs]
==> out/qor.yml <==
fmax_mhz: 946
ys.warnings.count: 1
hold_viol: 0
synth_top_area_share_pct: 65.6
hold_class: "reg2reg"
die_h_um: 80
ys_ff: 5
slew_viol_final: 0
avgSynthCellArea_um2: 12.7
top_regs: "register_circuit1.q x5"
cp_data_arrival_time_ns: 0.82
ys_cells: 12
outcome: "finished, final reports clean"
antenna_found_initial: 0
port_buffers: 5
drt-total-wl_um: 393
placementRows: 21
leakage_nw: 0.138
cts_buffers: 3
start_kind: "flip-flop"
mostFrequentLayoutCells: "5 x dlygate4sd2_1, 5 x dfxtp_2, 3 x clkbuf_4, 3 x buf_4"
cp_num_buf_inv: 1
area_leaders: "dfxtp_1 66%, xnor2_1 11%, ha_1 8.2%"
critPathMaxStageDelay_ns: 0.33
clock-sinks: 5
drtAntennaViolNets: 0
largest_reg_flops: 5
clk_pin_slew_ns: 0.04
finalSetupViolCount: 0
setup_ws_ns: 0.143
clk_path_buf_depth: 2
dr.pass1.iters: 4
vias: 117
slew-limit-headroom_pct: 92.6
cp_max_fo: 3
postSynthSeqShare_pct: 65.6
crit_family: "flip-flops"
fin_setup_tns_ns: 0
yosysTopAreaCell: "dfxtp_1"
avgRoutedWirePerCell_um: 5.61
yosys_area_um2: 153
overflow: 0
core_area_mm2: 0.00342
critical_path.endpoint_type: "output pin"
floorplan.core_util_pct: 4.47
openroad.warnings: 25
power.density_mw_per_mm2: 1170
max_cap_viol_count: 0
syn_to_final_growth_pct: 102
grt_pass1_wl_um: 648
viasPerCell: 1.67
grt_max_degree: 4
period_needed_ns: 1.06
io-pin-count: 6
rsz0062_at_grt: "false"
drt_iter0_markers: 10
regMostFlops: "register_circuit1.q"
clk_latency_ns: 0.24
cp_cell_sequence: "dlygate4sd2_1"
period_used_pct: 88.1
critPathKind: "reg2out"
syn_inst: 12
drc_errors: 0
cts-root-buf: "clkbuf_4"
cp.required_ns: 0.96
slowest_stage: "dfxtp_2"
cts_tree: "yes"
finalClockSkew_ns: 0.000845
ctsHtreeMaxLevel: 1
die-area_mm2: 0.00640
grt_util_all_layers_pct: 1.39
worst_pin_slew_ns: 0.110
grt_pass1_vias: 144
syn_area_um2: 153
drive_gt1_share_pct: 45.8
peakVddDrop_uv: 486
n_antenna_cell: 0
dp_slack_ns: 0.0779
synth_cell_types: 6
fp.dieW_um: 80
gp_congestion: 0.651
[kinds of logic (layout without fill, tap and decap cells)]
| logic type | Yosys count | count (layout) | share of synthesized area [%] |
|---|---|---|---|
| simple gates | 2 | 2 | 6.56 |
| fa+ha+maj | 1 | 1 | 8.20 |
| xor+xnor | 3 | 3 | 17.2 |
| buf+inv | 1 | 13 | 2.46 |
| flops | 5 | 5 | 65.6 |
[final cells by class]
| type | count | area, um2 |
|---|---|---|
| Fill cell | 410 | 3110 |
| Sequential cell | 5 | 106 |
| Timing Repair Buffer | 8 | 66.3 |
| Tap cell | 46 | 57.6 |
| Multi-Input combinational cell | 6 | 48.8 |
| Clock buffer | 4 | 26.3 |
| Inverter | 1 | 3.75 |
[repair_timing]
action	4_1_cts	5_1_grt
resized	10	0
setup endpoints to repair	5	0
hold buffers	0	0
setup buffers	2	0
[cell usage after synthesis]
cell type / count
ha_1: 1
dfxtp_1: 5
xor2_1: 1
xnor2_1: 2
nand3_1: 2
inv_1: 1
[stage by stage]
stage / hold slack [ns] / power (mW) / std cells / utilization, % / cell area, um2
after CTS: 0.431 / 0.371 / 70 / 9.05 / 309
after global placement: 0.451 / 0.170 / 64 / 7.84 / 268
final: 0.434 / 0.361 / 70 / 9.05 / 309
after detailed placement: 0.457 / 0.170 / 64 / 7.84 / 268
after floorplan: 0.370 / 0.170 / 12 / - / 153
after global routing: 0.464 / 0.386 / 70 / 9.05 / 309
[final timing paths]
check / start / to / slack (ns) / cells past startpoint
worst max register to register: register_circuit1.q[0]$_DFF_P_ / register_circuit1.q[4]$_DFF_P_ / 0.27 / 4
worst min-delay path: register_circuit1.q[4]$_DFF_P_ / register_circuit1.q[4]$_DFF_P_ / 0.43 / 1
worst min register to register: register_circuit1.q[4]$_DFF_P_ / register_circuit1.q[4]$_DFF_P_ / 0.43 / 1
worst max-delay path: register_circuit1.q[3]$_DFF_P_ / q[3] / 0.14 / 1
[power by group]
part,total (mW),internal (mW),switching [mW]
sequential,0.167,0.167,0
combinational,0.0000000800,0,0
clock,0.195,0.126,0.0689
[layer usage]
layer	global-route usage (%)	vias up	part of all wire, %
met1	2.07	47	68
met2	0.722	6	14
met3	2.05	0	18
li1	-	64	-
met4	0.352	0	0
met5	0	-	0
Power and IR drop assume default switching activity.
